==> design.v <==
package SLC3_2;
   parameter op_ADD = 4'b0001;  
   parameter op_AND = 4'b0101;
   parameter op_NOT = 4'b1001;
   parameter op_BR  = 4'b0000;
   parameter op_JMP = 4'b1100;
   parameter op_JSR = 4'b0100;
   parameter op_LDR = 4'b0110;
   parameter op_STR = 4'b0111;
   parameter op_PAR = 4'b1101;
	parameter op_PC_INIT = 3'b000;
	parameter op_CPU_SEL = 3'b001;
	parameter op_SYNC = 3'b010;
	parameter op_READY = 3'b011;
	parameter op_WAIT = 3'b100;
	parameter op_INTR_PC = 3'b101;
	parameter op_BR_CPUID = 3'b110;
   parameter NO_OP = 15'b0;    
   parameter R0 = 3'b000;       
   parameter R1 = 3'b001;
   parameter R2 = 3'b010;
   parameter R3 = 3'b011;
   parameter R4 = 3'b100;
   parameter R5 = 3'b101;
   parameter R6 = 3'b110;
   parameter R7 = 3'b111;
   parameter p   = 3'b001;      
   parameter z   = 3'b010;
   parameter zp  = 3'b011;
   parameter n   = 3'b100;
   parameter np  = 3'b101;
   parameter nz  = 3'b110;
   parameter nzp = 3'b111;
   parameter outHEX = -1;
   parameter inSW = -1;
	function [15:0] opPC_INIT ( input [2:0] SR, input[3:0] PC_X );
      opPC_INIT[15:12] = op_PAR;
      opPC_INIT[11: 9] = op_PC_INIT;
      opPC_INIT[ 8: 6] = SR;
      opPC_INIT[ 5:4 ] = 2'b00;
      opPC_INIT[ 3: 0] = PC_X;
   endfunction
	function [15:0] opCPU_SEL ( input[3:0] imm4 );
      opCPU_SEL[15:12] = op_PAR;
      opCPU_SEL[11: 9] = op_CPU_SEL;
      opCPU_SEL[ 8: 4] = 5'b00000;
      opCPU_SEL[ 3: 0] = imm4;
   endfunction
	function [15:0] opSYNC ( input[3:0] CPUX_READY );
      opSYNC[15:12] = op_PAR;
      opSYNC[11: 9] = op_SYNC;
      opSYNC[ 8: 4] = 5'b00000;
      opSYNC[ 3: 0] = CPUX_READY;
   endfunction
	function [15:0] opREADY ( );
      opREADY[15:12] = op_PAR;
      opREADY[11: 9] = op_READY;
      opREADY[ 8: 0] = 9'b000000000;
   endfunction
	function [15:0] opBR_CPUID ( input [2:0] CPUID, input[5:0] PCoffset);
      opBR_CPUID[15:12] = op_PAR;
      opBR_CPUID[11: 9] = op_BR_CPUID;
		opBR_CPUID[8:6]   = CPUID;
      opBR_CPUID[ 5: 0] = PCoffset;
   endfunction
	function [15:0] opWAIT ( );
      opWAIT[15:12] = op_PAR;
      opWAIT[11: 9] = op_WAIT;
		opWAIT[8:0]   = 9'b000000000;
   endfunction
	function [15:0] opINTR_PC ( );
      opINTR_PC[15:12] = op_PAR;
      opINTR_PC[11: 9] = op_INTR_PC;
		opINTR_PC[8:0]   = 9'b000000000;
   endfunction
   function [15:0] opCLR ( input [2:0] DR );
      opCLR[15:12] = op_AND;
      opCLR[11: 9] = DR;
      opCLR[ 8: 6] = DR;
      opCLR[ 5   ] = 1'b1;
      opCLR[ 4: 0] = 5'b0;
   endfunction
   function [15:0] opAND ( input [2:0] DR, SR1, SR2 );
      opAND[15:12] = op_AND;
      opAND[11: 9] = DR;
      opAND[ 8: 6] = SR1;
      opAND[ 5: 3] = 3'b0;
      opAND[ 2: 0] = SR2;
   endfunction
   function [15:0] opANDi ( input [2:0] DR, SR, integer imm5 );
      opANDi[15:12] = op_AND;
      opANDi[11: 9] = DR;
      opANDi[ 8: 6] = SR;
      opANDi[ 5   ] = 1'b1;
      opANDi[ 4: 0] = imm5[4:0];
   endfunction
   function [15:0] opADD ( input [2:0] DR, SR1, SR2 );
      opADD[15:12] = op_ADD;
      opADD[11: 9] = DR;
      opADD[ 8: 6] = SR1;
      opADD[ 5: 3] = 3'b0;
      opADD[ 2: 0] = SR2;
   endfunction
   function [15:0] opADDi ( input [2:0] DR, SR, integer imm5 );
      opADDi[15:12] = op_ADD;
      opADDi[11: 9] = DR;
      opADDi[ 8: 6] = SR;
      opADDi[ 5   ] = 1'b1;
      opADDi[ 4: 0] = imm5[4:0];
   endfunction
   function [15:0] opINC ( input [2:0] DR );
      opINC[15:12] = op_ADD;
      opINC[11: 9] = DR;
      opINC[ 8: 6] = DR;
      opINC[ 5   ] = 1'b1;
      opINC[ 4: 0] = 1;
   endfunction
   function [15:0] opDEC ( input [2:0] DR );
      opDEC[15:12] = op_ADD;
      opDEC[11: 9] = DR;
      opDEC[ 8: 6] = DR;
      opDEC[ 5   ] = 1'b1;
      opDEC[ 4: 0] = -1;
   endfunction
   function [15:0] opNOT ( input [2:0] DR, SR );
      opNOT[15:12] = op_NOT;
      opNOT[11: 9] = DR;
      opNOT[ 8: 6] = SR;
      opNOT[ 5: 0] = 5'b1;
   endfunction
   function [15:0] opBR ( input [2:0] condition, integer PCoffset9 );
      opBR[15:12] = op_BR;
      opBR[11: 9] = condition;
      opBR[ 8: 0] = PCoffset9[8:0];
   endfunction
   function [15:0] opJMP ( input [2:0] BaseR );
      opJMP[15:12] = op_JMP;
      opJMP[11: 9] = 3'b0;
      opJMP[ 8: 6] = BaseR;
      opJMP[ 5: 0] = 6'b0;
   endfunction
   function [15:0] opRET ( );
      opRET[15:12] = op_JMP;
      opRET[11: 9] = 3'b0;
      opRET[ 8: 6] = R7;
      opRET[ 5: 0] = 6'b0;
   endfunction
   function [15:0] opJSR ( input integer PCoffset11 );
      opJSR[15:12] = op_JSR;
      opJSR[11   ] = 1'b1;
      opJSR[10: 0] = PCoffset11[10:0];
   endfunction
   function [15:0] opLDR ( input [2:0] DR, BaseR, integer offset6 );
      opLDR[15:12] = op_LDR;
      opLDR[11: 9] = DR;
      opLDR[ 8: 6] = BaseR;
      opLDR[ 5: 0] = offset6[5:0];
   endfunction
   function [15:0] opSTR ( input [2:0] SR, BaseR, integer offset6 );
      opSTR[15:12] = op_STR;
      opSTR[11: 9] = SR;
      opSTR[ 8: 6] = BaseR;
      opSTR[ 5: 0] = offset6[5:0];
   endfunction
endpackage
module IOhandler( input logic clk,
						input logic reset,
						input logic run,
						input logic [4:0] writeRequest,
						input logic [4:0] readRequest, 
						input logic [15:0] ADDR0,
						input logic [15:0] DATA0,
						input logic [15:0] ADDR1,
						input logic [15:0] DATA1,
						input logic [15:0] ADDR2,
						input logic [15:0] DATA2,
						input logic [15:0] ADDR3,
						input logic [15:0] DATA3,
						input logic [15:0] ADDR4,
						input logic [15:0] DATA4,
						input logic [15:0] fromTristate,
						output logic [15:0] toTristate,
						output logic [15:0] addressToSRAM,
						output logic [15:0] DataToCPUs,
						output logic SRAM_WE,
						output logic SRAM_RE,
						output logic SRAM_CE,
						output logic [4:0] requestDone);
logic [2:0] first, first_next;	 
logic [2:0] second, second_next;	 
logic [2:0] third, third_next;
logic [2:0] fourth, fourth_next;
logic [2:0] fifth, fifth_next;
logic [4:0] requestPrev;			 
logic [4:0] readRequestPrev;
logic [4:0] writeRequestPrev;
logic reset_ah;
assign reset_ah = ~reset;
logic [1:0] pause;
always_ff @ (posedge clk or posedge reset_ah) begin
	pause = pause + 1;
	if ( reset_ah ) begin
	 first = 3'b111;
	 second = 3'b111;
	 third = 3'b111;
	 fourth = 3'b111;
	 fifth = 3'b111;
	 first_next = 3'b111;
	 second_next = 3'b111;
	 third_next = 3'b111;
	 fourth_next = 3'b111;
	 fifth_next = 3'b111;
	 requestPrev = 5'b00000;
	 readRequestPrev = 5'b0;
	 writeRequestPrev = 5'b0;
	 pause = 2'b00;
	end
	else if ( 1 ) begin
	unique case ( first )
		3'd0: requestDone[4:0] = 5'b00001;
		3'd1: requestDone[4:0] = 5'b10000;
		3'd2: requestDone[4:0] = 5'b01000;
		3'd3: requestDone[4:0] = 5'b00100;
		3'd4: requestDone[4:0] = 5'b00010;
		default:
				requestDone[4:0] = 5'b00000;
	endcase
		first = first_next;
		second = second_next;
		third = third_next;
		fourth = fourth_next;
		fifth = fifth_next;
		first_next[2:0] = second_next[2:0];
		second_next[2:0] = third_next[2:0];
		third_next[2:0] = fourth_next[2:0];
		fourth_next[2:0] = fifth_next[2:0];
		fifth_next = 3'b111;
		 if ( ((readRequestPrev[4] != readRequest[4]) && (readRequest[4] != 1'b0 )) ||
				((writeRequestPrev[4] != writeRequest[4]) && (writeRequest[4] != 1'b0 )) ) begin
			if ( first_next == 3'd7 ) 
				first_next = 3'd1;
			else if ( second_next == 3'd7 )
				second_next = 3'd1;
			else if ( third_next == 3'd7 )
				third_next = 3'd1;
			else if ( fourth_next == 3'd7 )
				fourth_next = 3'd1;
			else
				fifth_next = 3'd1;
		end
		if ( ((readRequestPrev[3] != readRequest[3]) && (readRequest[3] != 1'b0 )) ||
				((writeRequestPrev[3] != writeRequest[3]) && (writeRequest[3] != 1'b0 )) ) begin
			if ( first_next == 3'd7 ) 
				first_next = 3'd2;
			else if ( second_next == 3'd7 )
				second_next = 3'd2;
			else if ( third_next == 3'd7 )
				third_next = 3'd2;
			else if ( fourth_next == 3'd7 )
				fourth_next = 3'd2;
			else
				fifth_next = 3'd2;
		end
		if ( ((readRequestPrev[2] != readRequest[2]) && (readRequest[2] != 1'b0 )) ||
				((writeRequestPrev[2] != writeRequest[2]) && (writeRequest[2] != 1'b0 )) ) begin
			if ( first_next == 3'd7 ) 
				first_next = 3'd3;
			else if ( second_next == 3'd7 )
				second_next = 3'd3;
			else if ( third_next == 3'd7 )
				third_next = 3'd3;
			else if ( fourth_next == 3'd7 )
				fourth_next = 3'd3;
			else
				fifth_next = 3'd3;
		end
		if ( ((readRequestPrev[1] != readRequest[1]) && (readRequest[1] != 1'b0 )) ||
				((writeRequestPrev[1] != writeRequest[1]) && (writeRequest[1] != 1'b0 )) ) begin
			if ( first_next == 3'd7 ) 
				first_next = 3'd4;
			else if ( second_next == 3'd7 )
				second_next = 3'd4;
			else if ( third_next == 3'd7 )
				third_next = 3'd4;
			else if ( fourth_next == 3'd7 )
				fourth_next = 3'd4;
			else
				fifth_next = 3'd4;
		end
		if ( ((readRequestPrev[0] != readRequest[0]) && (readRequest[0] != 1'b0 )) ||
				((writeRequestPrev[0] != writeRequest[0]) && (writeRequest[0] != 1'b0 )) ) begin
			if ( first_next == 3'd7 ) 
				first_next = 3'd0;
			else if ( second_next == 3'd7 )
				second_next = 3'd0;
			else if ( third_next == 3'd7 )
				third_next = 3'd0;
			else if ( fourth_next == 3'd7 )
				fourth_next = 3'd0;
			else
				fifth_next = 3'd0;
		end
	requestPrev[4:0] = writeRequest[4:0] ^ readRequest[4:0];
	readRequestPrev = readRequest;
	writeRequestPrev = writeRequest;
	end  
end
assign DataToCPUs = fromTristate;
logic init = 1'b1;
assign SRAM_CE = init;
logic start;
logic [15:0] addressToSRAM_buf;
logic SRAM_WE_buf;
assign addressToSRAM = addressToSRAM_buf;
always_ff @(posedge clk or posedge reset_ah) begin
	if ( reset_ah ) begin
		SRAM_WE = 1'b1;
		SRAM_RE = 1'b1;
	end
	else begin
	if ( run || ~init) begin
	 init = 1'b0;
	end
	if ( 1 ) begin
	SRAM_RE = 1'b1;
	SRAM_WE = 1'b1;
	addressToSRAM_buf = 16'hffff;
	start = 1'b1;
	unique case (first)
		default: begin 
		end
		3'd0: begin
			addressToSRAM_buf = ADDR0;
			if (writeRequest[0] == 1'b1) begin
				SRAM_WE = 1'b0;
				toTristate = DATA0;
			end
			else begin
				SRAM_RE = 1'b0;
			end
		end
		3'd1: begin
			addressToSRAM_buf = ADDR1;
			if (writeRequest[4] == 1'b1) begin
				SRAM_WE = 1'b0;
				toTristate = DATA1;
			end
			else begin
				SRAM_RE = 1'b0;
			end
		end
		3'd2: begin
			addressToSRAM_buf = ADDR2;
			if (writeRequest[3] == 1'b1) begin
				SRAM_WE = 1'b0;
				toTristate = DATA2;
			end
			else begin
				SRAM_RE = 1'b0;
			end
		end
		3'd3: begin
			addressToSRAM_buf = ADDR3;
			if (writeRequest[2] == 1'b1) begin
				SRAM_WE = 1'b0;
				toTristate = DATA3;
			end
			else begin
				SRAM_RE = 1'b0;
			end
		end
		3'd4: begin
			addressToSRAM_buf = ADDR4;
			if (writeRequest[1] == 1'b1) begin
				SRAM_WE = 1'b0;
				toTristate = DATA4;
			end
			else begin
				SRAM_RE = 1'b0;
			end
		end
	endcase
	end
	end
end
endmodule
==> run.sh <==
#!/bin/bash
# OpenROAD 26Q1-2900-gdf79404cd8, Yosys 0.63+post, stock flow scripts
make -C /OpenROAD-flow-scripts/flow DESIGN_CONFIG=/design/flow/config.mk WORK_HOME=/design/flow/orfs finish
==> config.mk <==
export PLATFORM = sky130hd
export DESIGN_NAME = IOhandler
export DESIGN_NICKNAME = IOhandler
export VERILOG_FILES = /design/flow/design.v
export SDC_FILE = /design/flow/constraint.sdc
export NUM_CORES = 4
export LEC_CHECK = 1
export CORE_AREA = 10 10 153 153
export DIE_AREA = 0 0 163 163
==> constraint.sdc <==
current_design IOhandler

set clk_period 5.3
set clk_io_pct 0.2

create_clock -name clk0 -period $clk_period [get_ports {clk}]

set non_clock_inputs [all_inputs -no_clocks]
set_input_delay [expr $clk_period * $clk_io_pct] -clock clk0 $non_clock_inputs
set_output_delay [expr $clk_period * $clk_io_pct] -clock clk0 [all_outputs]
==> run_results.csv <==
group,metric,value,unit
run,warning_count,25,
sta,setup_violations,0,
cells_and_area,final_cells,911,
grt,track_usage,0.120,
cells_and_area,design_area,6770,um^2
logic_synthesis,synthCells,452,
clocking,numCtsBuffers,9,
logic_synthesis,postSynthSeqShare,0.455,
floorplanning,coreArea,20200,um^2
floorplanning,die_h,163,um
detailed_routing,viasPerCell,4.61,
detailed_routing,drc,0,
sta,rsz0062_at_grt,"false",
floorplanning,fp_util,0.209,
sta,worst_pin_slew,0.754,ns
logic_synthesis,area_leaders,"edfxtp_1 27%, dfstp_2 12%, a22oi_1 7.5%",
logic_synthesis,async_reset_ff_frac,0.441,
sta,max_clock_freq,0.321,GHz
logic_synthesis,yosysCellCount,452,
cells_and_area,fill_cells,2052,
cells_and_area,postLayoutCoreUtil,0.335,
worst_setup_path,critPathKind,"reg2reg",
clocking,clock.latency.late_pin,0.34,ns
logic_synthesis,synth-adder-area-share,0,
detailed_routing,drt_pass1_iterations,4,
run,max_cap_violations,0,
grt,grt_pass1_wl,24700,um
logic_synthesis,yosysChipArea,4210,um^2
clocking,cts_tree,"yes",
logic_synthesis,xor_share,0.00595,
sta,timing.final.crit_share,0.588,
sta,setup_slack,2.18,ns
grt,grt.overflow.total,0,
worst_setup_path,crit_path_end_kind,"flip-flop",
sta,relSlewSlack,0.497,
detailed_routing,wl_per_cell,18.5,um
sta,setup-tns-final,0,ns
logic_synthesis,synthTopLogicFamily,"AND-OR/OR-AND gates",
place,place_congestion,0.871,
detailed_routing,routed_wl,16800,um
place,dpl_worst_slack,1.91,ns
detailed_routing,drt_iter0_drc,452,
grt,antenna_found_initial,1,
worst_setup_path,worst-endpoint-required,5.26,ns
clocking,cts_buffer_depth,2,
logic_synthesis,synthFlopType,"edfxtp_1",
logic_synthesis,ys.flops,68,
floorplanning,io_pins,245,
clocking,cts-htree-levels,3,
place,hpwl,12700,um
sta,fin_hold_ws,0.344,ns
logic_synthesis,synth_top_area_share,0.271,
worst_setup_path,worstPathArrival,3.08,ns
sta,slew_viol_final,0,
logic_synthesis,simple_gate_share,0.165,
clocking,cts.clk_slew.worst_paths,0.06,ns
logic_synthesis,yosys_warnings,1,
min_path,worstHoldPathType,"reg2reg",
outcome,status,"complete, no violations",
logic_synthesis,common_cells,"42 x a22oi_1, 42 x nand2_1, 38 x edfxtp_1, 35 x o21ai_0, 28 x nor2_1",
cells_and_area,drive_gt1_frac,0.0984,
clocking,ctsResizeCount,0,
logic_synthesis,top_area_cell,"edfxtp_1",
logic_synthesis,ys_sh_aoi,0.277,
logic_synthesis,mux_share,0.0193,
grt,grt_pass1_vias,4072,
logic_synthesis,avgSynthCellArea,9.31,um^2
sta,finalHoldViolCount,0,
floorplanning,fp-row-count,52,
clocking,post_cts_buffers,0,
clocking,cts.sinks,68,
detailed_routing,ant_nets,0,
logic_synthesis,edf_count,38,
worst_setup_path,crit_path_start_kind,"flip-flop",
grt,grt_max_degree,53,
worst_setup_path,crit_fanout,26,
clocking,root_buffer,"clkbuf_16",
floorplanning,die_area,26600,um^2
sta,fin_crit,3.12,ns
place,place_area,6460,um^2
power_and_ir_drop,power,1.93,mW
power_and_ir_drop,p_leak,2.38,nW
cells_and_area,area_growth,60.8,%
logic_synthesis,synth_area,4210,um^2
logic_synthesis,synth_cell_type_count,60,
power_and_ir_drop,ir_drop,155,uV
floorplanning,die_x,163,um
detailed_routing,route.vias.total,4198,
power_and_ir_drop,powerDensity,285,nW/um^2
place,portBuffers,212,
place,dp.cells,894,
clocking,ctsHoldBuffers,0,
sta,clock_skew,0.00877,ns
per-layer routing:
metal  global-route usage  share of wire
met4              0.00984         0.0095
met3               0.0303          0.066
met5                    0              0
met1                0.168           0.44
met2                0.195           0.48
worst paths after layout:
path | from | end | slack (ns) | cells past startpoint
max in group asynchronous | reset | writeRequestPrev[0]$_DFF_PN0_ | 3.94 | 2
min in group asynchronous | reset | readRequestPrev[3]$_DFF_PN0_ | 0.91 | 2
hold / removal | first_next[0]$_DFF_PN1_ | first[0]$_DFF_PN1_ | 0.34 | 0
setup / recovery | first[1]$_DFF_PN1_ | toTristate[14]$_DFFE_PP_ | 2.18 | 6
setup reg to reg | first[1]$_DFF_PN1_ | toTristate[14]$_DFFE_PP_ | 2.18 | 6
hold reg to reg | first_next[0]$_DFF_PN1_ | first[0]$_DFF_PN1_ | 0.34 | 0
power by group:
| part | total, mW | switching (mW) | internal (mW) |
|---|---|---|---|
| Sequential | 0.718 | 0.0369 | 0.681 |
| Combinational | 0.592 | 0.272 | 0.320 |
| Clock | 0.617 | 0.251 | 0.366 |
| Total | 1.93 | 0.560 | 1.37 |
worst max-delay path: stages, from the launching register on:
cell,delay (ns)
dfstp_2,0.93
nor2_1,0.12
and2_0,0.18
buf_4,0.21
o2bb2ai_1,0.16
a221oi_1,0.40
and3_1,0.72
state kept, by name, summed over array words and instances, names as in the netlist, 3 cells and up:
register           cells
writeRequestPrev       5
fifth_next             3
readRequestPrev        5
third_next             3
addressToSRAM_buf     16
second_next            3
first                  3
toTristate            16
first_next             3
fourth_next            3
requestDone            5
final cells by class:
class | count | area, um^2 | area share
multi-input combinational | 320 | 1970 | 0.291
sequential | 68 | 1920 | 0.283
clock inverter | 7 | 76.3 | 0.0113
timing repair buffer | 220 | 2180 | 0.322
inverter | 16 | 60.1 | 0.00888
antenna | 1 | 2.50 | 0.000370
clock buffer | 9 | 225 | 0.0333
tap | 270 | 338 | 0.0499
logic make-up after synthesis:
group	after synthesis
other	1
XOR/XNOR	2
AND-OR/OR-AND	170
flip-flops	68
multiplexers	8
AND/OR/NAND/NOR	139
buffers and inverters	64
layout by cell type, fill, tap and decap left out, drive strengths merged, types with 10 or more instances in the layout:
master	synthesis	layout
clkdlybuf4s50	0	211
a22oi	43	43
nand2	43	43
o21ai	42	42
edfxtp	38	38
nor2	28	28
a21oi	27	27
nand3	27	27
dfstp	20	20
inv	16	17
nor2b	15	15
dfrtp	10	10
Power figures rest on the tool's default switching activity, not on a simulated workload.
