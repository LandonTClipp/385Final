--- flow/run.sh ---
#!/bin/bash
# OpenROAD 26Q1-2900-gdf79404cd8, Yosys 0.63+post, stock flow scripts
make -C /OpenROAD-flow-scripts/flow DESIGN_CONFIG=/design/flow/config.mk WORK_HOME=/design/flow/orfs finish
--- flow/config.mk ---
export PLATFORM = sky130hd
export DESIGN_NAME = IOhandler2
export DESIGN_NICKNAME = IOhandler2
export VERILOG_FILES = /design/flow/design.v
export SDC_FILE = /design/flow/constraint.sdc
export NUM_CORES = 4
export LEC_CHECK = 1
export CORE_UTILIZATION = 50
--- flow/constraint.sdc ---
current_design IOhandler2

set clk_period 6.2
set clk_io_pct 0.2

create_clock -name clk0 -period $clk_period [get_ports {clk}]

set non_clock_inputs [all_inputs -no_clocks]
set_input_delay [expr $clk_period * $clk_io_pct] -clock clk0 $non_clock_inputs
set_output_delay [expr $clk_period * $clk_io_pct] -clock clk0 [all_outputs]
--- flow/design.v ---
package SLC3_2;
   parameter op_ADD = 4'b0001;  
   parameter op_AND = 4'b0101;
   parameter op_NOT = 4'b1001;
   parameter op_BR  = 4'b0000;
   parameter op_JMP = 4'b1100;
   parameter op_JSR = 4'b0100;
   parameter op_LDR = 4'b0110;
   parameter op_STR = 4'b0111;
   parameter op_PAR = 4'b1101;
	parameter op_PC_INIT = 3'b000;
	parameter op_CPU_SEL = 3'b001;
	parameter op_SYNC = 3'b010;
	parameter op_READY = 3'b011;
	parameter op_WAIT = 3'b100;
	parameter op_INTR_PC = 3'b101;
	parameter op_BR_CPUID = 3'b110;
   parameter NO_OP = 15'b0;    
   parameter R0 = 3'b000;       
   parameter R1 = 3'b001;
   parameter R2 = 3'b010;
   parameter R3 = 3'b011;
   parameter R4 = 3'b100;
   parameter R5 = 3'b101;
   parameter R6 = 3'b110;
   parameter R7 = 3'b111;
   parameter p   = 3'b001;      
   parameter z   = 3'b010;
   parameter zp  = 3'b011;
   parameter n   = 3'b100;
   parameter np  = 3'b101;
   parameter nz  = 3'b110;
   parameter nzp = 3'b111;
   parameter outHEX = -1;
   parameter inSW = -1;
	function [15:0] opPC_INIT ( input [2:0] SR, input[3:0] PC_X );
      opPC_INIT[15:12] = op_PAR;
      opPC_INIT[11: 9] = op_PC_INIT;
      opPC_INIT[ 8: 6] = SR;
      opPC_INIT[ 5:4 ] = 2'b00;
      opPC_INIT[ 3: 0] = PC_X;
   endfunction
	function [15:0] opCPU_SEL ( input[3:0] imm4 );
      opCPU_SEL[15:12] = op_PAR;
      opCPU_SEL[11: 9] = op_CPU_SEL;
      opCPU_SEL[ 8: 4] = 5'b00000;
      opCPU_SEL[ 3: 0] = imm4;
   endfunction
	function [15:0] opSYNC ( input[3:0] CPUX_READY );
      opSYNC[15:12] = op_PAR;
      opSYNC[11: 9] = op_SYNC;
      opSYNC[ 8: 4] = 5'b00000;
      opSYNC[ 3: 0] = CPUX_READY;
   endfunction
	function [15:0] opREADY ( );
      opREADY[15:12] = op_PAR;
      opREADY[11: 9] = op_READY;
      opREADY[ 8: 0] = 9'b000000000;
   endfunction
	function [15:0] opBR_CPUID ( input [2:0] CPUID, input[5:0] PCoffset);
      opBR_CPUID[15:12] = op_PAR;
      opBR_CPUID[11: 9] = op_BR_CPUID;
		opBR_CPUID[8:6]   = CPUID;
      opBR_CPUID[ 5: 0] = PCoffset;
   endfunction
	function [15:0] opWAIT ( );
      opWAIT[15:12] = op_PAR;
      opWAIT[11: 9] = op_WAIT;
		opWAIT[8:0]   = 9'b000000000;
   endfunction
	function [15:0] opINTR_PC ( );
      opINTR_PC[15:12] = op_PAR;
      opINTR_PC[11: 9] = op_INTR_PC;
		opINTR_PC[8:0]   = 9'b000000000;
   endfunction
   function [15:0] opCLR ( input [2:0] DR );
      opCLR[15:12] = op_AND;
      opCLR[11: 9] = DR;
      opCLR[ 8: 6] = DR;
      opCLR[ 5   ] = 1'b1;
      opCLR[ 4: 0] = 5'b0;
   endfunction
   function [15:0] opAND ( input [2:0] DR, SR1, SR2 );
      opAND[15:12] = op_AND;
      opAND[11: 9] = DR;
      opAND[ 8: 6] = SR1;
      opAND[ 5: 3] = 3'b0;
      opAND[ 2: 0] = SR2;
   endfunction
   function [15:0] opANDi ( input [2:0] DR, SR, integer imm5 );
      opANDi[15:12] = op_AND;
      opANDi[11: 9] = DR;
      opANDi[ 8: 6] = SR;
      opANDi[ 5   ] = 1'b1;
      opANDi[ 4: 0] = imm5[4:0];
   endfunction
   function [15:0] opADD ( input [2:0] DR, SR1, SR2 );
      opADD[15:12] = op_ADD;
      opADD[11: 9] = DR;
      opADD[ 8: 6] = SR1;
      opADD[ 5: 3] = 3'b0;
      opADD[ 2: 0] = SR2;
   endfunction
   function [15:0] opADDi ( input [2:0] DR, SR, integer imm5 );
      opADDi[15:12] = op_ADD;
      opADDi[11: 9] = DR;
      opADDi[ 8: 6] = SR;
      opADDi[ 5   ] = 1'b1;
      opADDi[ 4: 0] = imm5[4:0];
   endfunction
   function [15:0] opINC ( input [2:0] DR );
      opINC[15:12] = op_ADD;
      opINC[11: 9] = DR;
      opINC[ 8: 6] = DR;
      opINC[ 5   ] = 1'b1;
      opINC[ 4: 0] = 1;
   endfunction
   function [15:0] opDEC ( input [2:0] DR );
      opDEC[15:12] = op_ADD;
      opDEC[11: 9] = DR;
      opDEC[ 8: 6] = DR;
      opDEC[ 5   ] = 1'b1;
      opDEC[ 4: 0] = -1;
   endfunction
   function [15:0] opNOT ( input [2:0] DR, SR );
      opNOT[15:12] = op_NOT;
      opNOT[11: 9] = DR;
      opNOT[ 8: 6] = SR;
      opNOT[ 5: 0] = 5'b1;
   endfunction
   function [15:0] opBR ( input [2:0] condition, integer PCoffset9 );
      opBR[15:12] = op_BR;
      opBR[11: 9] = condition;
      opBR[ 8: 0] = PCoffset9[8:0];
   endfunction
   function [15:0] opJMP ( input [2:0] BaseR );
      opJMP[15:12] = op_JMP;
      opJMP[11: 9] = 3'b0;
      opJMP[ 8: 6] = BaseR;
      opJMP[ 5: 0] = 6'b0;
   endfunction
   function [15:0] opRET ( );
      opRET[15:12] = op_JMP;
      opRET[11: 9] = 3'b0;
      opRET[ 8: 6] = R7;
      opRET[ 5: 0] = 6'b0;
   endfunction
   function [15:0] opJSR ( input integer PCoffset11 );
      opJSR[15:12] = op_JSR;
      opJSR[11   ] = 1'b1;
      opJSR[10: 0] = PCoffset11[10:0];
   endfunction
   function [15:0] opLDR ( input [2:0] DR, BaseR, integer offset6 );
      opLDR[15:12] = op_LDR;
      opLDR[11: 9] = DR;
      opLDR[ 8: 6] = BaseR;
      opLDR[ 5: 0] = offset6[5:0];
   endfunction
   function [15:0] opSTR ( input [2:0] SR, BaseR, integer offset6 );
      opSTR[15:12] = op_STR;
      opSTR[11: 9] = SR;
      opSTR[ 8: 6] = BaseR;
      opSTR[ 5: 0] = offset6[5:0];
   endfunction
endpackage
module IOhandler2( input logic clk,
						input logic reset,
						input logic run,
						input logic [4:0] writeRequest,
						input logic [4:0] readRequest, 
						input logic [15:0] ADDR0,
						input logic [15:0] DATA0,
						input logic [15:0] ADDR1,
						input logic [15:0] DATA1,
						input logic [15:0] ADDR2,
						input logic [15:0] DATA2,
						input logic [15:0] ADDR3,
						input logic [15:0] DATA3,
						input logic [15:0] ADDR4,
						input logic [15:0] DATA4,
						input logic [15:0] fromTristate,
						output logic [15:0] toTristate,
						output logic [15:0] addressToSRAM,
						output logic [15:0] DataToCPUs,
						output logic SRAM_WE,
						output logic SRAM_RE,
						output logic SRAM_CE,
						output logic [4:0] requestDone);
logic [2:0] first, first_next;	 
logic [2:0] second, second_next;	 
logic [2:0] third, third_next;
logic [2:0] fourth, fourth_next;
logic [2:0] fifth, fifth_next;
logic [4:0] readRequestPrev;
logic [4:0] writeRequestPrev;
logic reset_ah;
assign reset_ah = ~reset;
assign DataToCPUs = fromTristate;
enum logic [5:0] {
	halted,
	updateQueue,
	incrQueue,
	read_0_0,
	read_0_1,
	read_1_0,
	read_1_1,
	read_2_0,
	read_2_1,
	read_3_0,
	read_3_1,
	read_4_0,
	read_4_1,
	write_0_0,
	write_0_1,
	write_1_0,
	write_1_1,
	write_2_0,
	write_2_1,
	write_3_0,
	write_3_1,
	write_4_0,
	write_4_1,
	done_0,
	done_1,
	done_2,
	done_3,
	done_4,
	done_0_wait,
	done_1_wait,
	done_2_wait,
	done_3_wait,
	done_4_wait,
	wait_all
} state, next_state;
always_ff @ (posedge clk or posedge reset_ah)
    begin : Assign_Next_State
        if (reset_ah) 
            state <= halted;
        else 
            state <= next_state;
    end
assign SRAM_CE = (state == halted)? 1'b1 : 1'b0;
always_comb begin
	next_state = state;
	case ( state )
		halted: begin
			if ( run )
				next_state = updateQueue;
		end
		updateQueue: begin
			next_state = incrQueue;
		end
		incrQueue: begin
			unique case ( first_next )
				3'd0: begin
					if (writeRequest[0])
						next_state = write_0_0;
					else if (readRequest[0])
						next_state = read_0_0;
				end
				3'd1: begin
					if (writeRequest[1])
						next_state = write_1_0;
					else if (readRequest[1])
						next_state = read_1_0;
				end
				3'd2: begin
					if (writeRequest[2])
						next_state = write_2_0;
					else if (readRequest[2])
						next_state = read_2_0;
				end
				3'd3: begin
					if (writeRequest[3])
						next_state = write_3_0;
					else if (readRequest[3])
						next_state = read_3_0;
				end
				3'd4: begin
					if (writeRequest[4])
						next_state = write_4_0;
					else if (readRequest[4])
						next_state = read_4_0;
				end
				default: begin
					next_state = updateQueue;
				end
			endcase
		end
		read_0_0: 
			next_state = read_0_1;
		read_0_1:
			next_state = done_0;
		read_1_0:
			next_state = read_1_1;
		read_1_1:
			next_state = done_1;
		read_2_0:
			next_state = read_2_1;
		read_2_1:
			next_state = done_2;
		read_3_0:
			next_state = read_3_1;
		read_3_1:
			next_state = done_3;
		read_4_0:
			next_state = read_4_1;
		read_4_1:
			next_state = done_4;
		write_0_0:
			next_state = write_0_1;
		write_0_1:
			next_state = done_0;
		write_1_0:
			next_state = write_1_1;
		write_1_1:
			next_state = done_1;
		write_2_0:
			next_state = write_2_1;
		write_2_1:
			next_state = done_2;
		write_3_0:
			next_state = write_3_1;
		write_3_1:
			next_state = done_3;
		write_4_0:
			next_state = write_4_1;
		write_4_1:
			next_state = done_4;
		done_0:
			next_state = done_0_wait;
		done_1:
			next_state = done_1_wait;
		done_2:
			next_state = done_2_wait;
		done_3:
			next_state = done_3_wait;
		done_4:
			next_state = done_4_wait;
		done_0_wait:
			next_state = wait_all;
		done_1_wait:
			next_state = wait_all;
		done_2_wait:
			next_state = wait_all;
		done_3_wait:
			next_state = wait_all;
		done_4_wait:
			next_state = wait_all;
		wait_all:
			next_state = updateQueue;
	endcase
end
always_ff @ (posedge clk) begin
	SRAM_WE = 1'b1;
	SRAM_RE = 1'b1;
	addressToSRAM = 16'hffff;
	toTristate = 16'hffff;
	requestDone = 5'b00000;
	unique case (state)
		halted: begin
			first = 3'b111;
			second = 3'b111;
			third = 3'b111;
			fourth = 3'b111;
			fifth = 3'b111;
			first_next = 3'b111;
			second_next = 3'b111;
			third_next = 3'b111;
			fourth_next = 3'b111;
			fifth_next = 3'b111;
			readRequestPrev = 5'b0;
			writeRequestPrev = 5'b0;
		end
		updateQueue: begin
			first_next = second;
			second_next = third;
			third_next = fourth;
			fourth_next = fifth;
			fifth_next = 3'b111;
			 if ( ((readRequestPrev[4] != readRequest[4]) && (readRequest[4] != 1'b0 )) ||
					((writeRequestPrev[4] != writeRequest[4]) && (writeRequest[4] != 1'b0 )) ) begin
				if ( first_next == 3'd7 ) 
					first_next = 3'd4;
				else if ( second_next == 3'd7 )
					second_next = 3'd4;
				else if ( third_next == 3'd7 )
					third_next = 3'd4;
				else if ( fourth_next == 3'd7 )
					fourth_next = 3'd4;
				else
					fifth_next = 3'd4;
			end
			if ( ((readRequestPrev[3] != readRequest[3]) && (readRequest[3] != 1'b0 )) ||
					((writeRequestPrev[3] != writeRequest[3]) && (writeRequest[3] != 1'b0 )) ) begin
				if ( first_next == 3'd7 ) 
					first_next = 3'd3;
				else if ( second_next == 3'd7 )
					second_next = 3'd3;
				else if ( third_next == 3'd7 )
					third_next = 3'd3;
				else if ( fourth_next == 3'd7 )
					fourth_next = 3'd3;
				else
					fifth_next = 3'd3;
			end
			if ( ((readRequestPrev[2] != readRequest[2]) && (readRequest[2] != 1'b0 )) ||
					((writeRequestPrev[2] != writeRequest[2]) && (writeRequest[2] != 1'b0 )) ) begin
				if ( first_next == 3'd7 ) 
					first_next = 3'd2;
				else if ( second_next == 3'd7 )
					second_next = 3'd2;
				else if ( third_next == 3'd7 )
					third_next = 3'd2;
				else if ( fourth_next == 3'd7 )
					fourth_next = 3'd2;
				else
					fifth_next = 3'd2;
			end
			if ( ((readRequestPrev[1] != readRequest[1]) && (readRequest[1] != 1'b0 )) ||
					((writeRequestPrev[1] != writeRequest[1]) && (writeRequest[1] != 1'b0 )) ) begin
				if ( first_next == 3'd7 ) 
					first_next = 3'd1;
				else if ( second_next == 3'd7 )
					second_next = 3'd1;
				else if ( third_next == 3'd7 )
					third_next = 3'd1;
				else if ( fourth_next == 3'd7 )
					fourth_next = 3'd1;
				else
					fifth_next = 3'd1;
			end
			if ( ((readRequestPrev[0] != readRequest[0]) && (readRequest[0] != 1'b0 )) ||
					((writeRequestPrev[0] != writeRequest[0]) && (writeRequest[0] != 1'b0 )) ) begin
				if ( first_next == 3'd7 ) 
					first_next = 3'd0;
				else if ( second_next == 3'd7 )
					second_next = 3'd0;
				else if ( third_next == 3'd7 )
					third_next = 3'd0;
				else if ( fourth_next == 3'd7 )
					fourth_next = 3'd0;
				else
					fifth_next = 3'd0;
			end		
			readRequestPrev = readRequest;
			writeRequestPrev = writeRequest;
		end  
		incrQueue: begin
			first = first_next;
			second = second_next;
			third = third_next;
			fourth = fourth_next;
			fifth = fifth_next;
		end
		read_0_0: begin
			SRAM_RE = 1'b0;
			addressToSRAM = ADDR0;
		end
		read_0_1: begin
			SRAM_RE = 1'b0;
			addressToSRAM = ADDR0;
		end
		read_1_0: begin
			SRAM_RE = 1'b0;
			addressToSRAM = ADDR1;
		end
		read_1_1: begin
			SRAM_RE = 1'b0;
			addressToSRAM = ADDR1;
		end
		read_2_0: begin
			SRAM_RE = 1'b0;
			addressToSRAM = ADDR2;
		end
		read_2_1: begin
			SRAM_RE = 1'b0;
			addressToSRAM = ADDR2;
		end
		read_3_0: begin
			SRAM_RE = 1'b0;
			addressToSRAM = ADDR3;
		end
		read_3_1:
		 begin
			SRAM_RE = 1'b0;
			addressToSRAM = ADDR3;
		end
		read_4_0:
		 begin
			SRAM_RE = 1'b0;
			addressToSRAM = ADDR4;
		end
		read_4_1: begin
			SRAM_RE = 1'b0;
			addressToSRAM = ADDR4;
		end
		write_0_0: begin
			SRAM_WE = 1'b0;
			addressToSRAM = ADDR0;
			toTristate = DATA0;
		end
		write_0_1:begin
			SRAM_WE = 1'b0;
			addressToSRAM = ADDR0;
			toTristate = DATA0;
		end
		write_1_0:begin
			SRAM_WE = 1'b0;
			addressToSRAM = ADDR1;
			toTristate = DATA1;
		end
		write_1_1:begin
			SRAM_WE = 1'b0;
			addressToSRAM = ADDR1;
			toTristate = DATA1;
		end
		write_2_0:begin
			SRAM_WE = 1'b0;
			addressToSRAM = ADDR2;
			toTristate = DATA2;
		end
		write_2_1:begin
			SRAM_WE = 1'b0;
			addressToSRAM = ADDR2;
			toTristate = DATA2;
		end
		write_3_0:begin
			SRAM_WE = 1'b0;
			addressToSRAM = ADDR3;
			toTristate = DATA3;
		end
		write_3_1:begin
			SRAM_WE = 1'b0;
			addressToSRAM = ADDR3;
			toTristate = DATA3;
		end
		write_4_0:begin
			SRAM_WE = 1'b0;
			addressToSRAM = ADDR4;
			toTristate = DATA4;
		end
		write_4_1:begin
			SRAM_WE = 1'b0;
			addressToSRAM = ADDR4;
			toTristate = DATA4;
		end
		done_0: begin
			requestDone = 5'b00001;
			readRequestPrev[0] = 1'b0;
		end
		done_1: begin
			requestDone = 5'b00010;
			readRequestPrev[1] = 1'b0;
		end
		done_2: begin
			requestDone = 5'b00100;
			readRequestPrev[2] = 1'b0;
			end
		done_3: begin
			requestDone = 5'b01000;
			readRequestPrev[3] = 1'b0;
			end
		done_4: begin
			requestDone = 5'b10000;
			readRequestPrev[4] = 1'b0;
			end
		done_0_wait: begin 
			writeRequestPrev[0] = 1'b0;
			end
		done_1_wait: begin 
			writeRequestPrev[1] = 1'b0;
			end
		done_2_wait: begin 
			writeRequestPrev[2] = 1'b0;
			end
		done_3_wait: begin 
			writeRequestPrev[3] = 1'b0;
			end
		done_4_wait: begin 
			writeRequestPrev[4] = 1'b0;
			end
		wait_all: ;
	endcase
end
endmodule
==> impl.org <==
* Flow results

** Route
- For this block, the via count after detailed routing is 6,015.
- After detailed routing, the average wire length per cell comes to 20.8 um.
- Per the post-route antenna check, the number of violating nets is 0.
- Router iterations before antenna repair :: 8
- The wire length recorded after detailed routing is 19,900 um.
- The script logs the ratio of routed vias to standard cells as 6.30.
- # diodes :: 0
- DRC Markers :: 0
- Iteration-0 DRC Markers :: 776

** Global route
- Global routing finished with a remaining overflow of 0.
- Wire length of the first global-routing pass :: 30,500 um
- Initial antenna violation count :: 0
- Summed over all routing layers, the global router reports a total usage of 36.5%.
- Entering global routing, the biggest net connects 36 pins.
- Vias in the first global route :: 5,644

** Synthesis
- By instance count, the leading cell after synthesis is nand2_1.
- Summed over all instances, the cell type with the most area after synthesis is edfxtp_1.
- For reference, the post-synthesis area per instance comes to 8.60 um2.
- Counting distinct cell types in the post-synthesis netlist gives 70.
- The synthesis run shows multiplexers occupying 3.98% of the cell area.
- For reference, the top cells by count after synthesis are nand2_1 (54), o21ai_0 (45), dfxtp_1 (39), nor2_1 (39), edfxtp_1 (37).
- Share of async-settable or async-resettable flops after synthesis :: 7.32%
- The synthesized design devotes to its leading area cell type 20.3% of total area.
- For this run, the register share of the synthesized area comes to 37.3%.
- The most used flip-flop cell after synthesis is dfxtp_1.
- Flip-flop and latch count after synthesis :: 82
- Yosys stat chip area :: 5480 um2
- Area fraction in full adders, half adders and majority gates :: 0.183%
- Gate count of the mapped netlist :: 637
- Among the non-sequential cells, AND-OR/OR-AND gates take the most area.
- Cell count in the Yosys report :: 637
- Ranked by total cell area, the synthesized netlist is headed by edfxtp_1 (20%), dfxtp_1 (14%), o21ai_0 (4.1%), nand2_1 (3.7%), nand3_1 (3.2%).
- Simple-Gate Area Share :: 20.8%
- The synthesized design contains 37 enable-type register cells.
- Synth warnings :: 1
- The cell-mix breakdown from Yosys lists the XOR/XNOR area share as 0.777%.
- Post-synthesis instance area :: 5480 um2
- And-or/or-and share of the synthesized area :: 29.3%

** Worst hold path
- In this run the worst hold path is classified as flip-flop to flip-flop.
- Number of cells traversed by the worst hold path :: 1

** Die
- I/O pin count :: 245
- Placeable Area :: 10,500 um2
- Floorplan Utilization :: 52.3%
- Number of rows in the core area :: 37
- Horizontal die dimension :: 107 um
- Overall die area :: 11,400 um2
- Chip height :: 107 um

** Worst setup path
- Of all nets on the critical path, the largest fanout is 34.
- Reg2reg setup slack :: 2630 ps
- The worst setup path is launched from a flip-flop.
- Critical Path Sink Type :: primary output
- The most critical setup path has its endpoint at SRAM_CE.
- End of the worst register-to-register path :: addressToSRAM[0]$_DFF_P_
- R2r startpoint :: state[4]$_DFF_PN0_
- On the critical path the data arrives at 2850 ps.
- FF-to-FF path depth :: 7
- Critical Path RT :: 4960 ps
- Critical setup path kind :: flip-flop to primary output
- Per STA, the startpoint of the critical path is state[3]$_DFF_PN0_.

** Placement
- Routability-driven placement congestion ratio :: 1.04
- The placement report lists the number of port buffers as 212.
- Once placement finished, the instance area stood at 7560 um2.
- The wire-length estimate of the detail-placed layout is 15,000 um.
- Cell total after placement :: 939

** Final timing
- Adding up every negative setup slack in the final design gives 0 ps.
- Unrepaired setup endpoints after global routing :: false
- For the pin with the worst max-slew slack, the measured transition is 913 ps.
- Period Utilization, post-route :: 66.0%
- Worst slew margin relative to its limit :: 39.1%
- After layout, the setup clock skew is reported as 14.1 ps.
- For reference, the final report shows the max-slew violation count at 0.
- Final Hold Fails :: 0
- Hold WS :: 510 ps
- Period minus WS final :: 4090 ps
- Derived from the worst setup path, the maximum achievable clock frequency is 244 MHz.
- The final report lists the setup-violating endpoint count as 0.

** Job
- In this run the tools logged warnings totalling 27.
- The report counts max-capacitance violations totalling 0.

** Clocking
- Hold-fix buffers at CTS :: 0
- Clock latency of the later-clocked register in the worst-skew pair :: 360 ps
- The CTS report gives the tree buffer count as 9.
- CTS built an H-tree with a depth of 3.
- On the worst setup and hold paths after CTS, the clock-pin slew comes to 80 ps.
- TritonCTS built the clock tree.
- Clk buf depth :: 2
- CTS root buffer :: clkbuf_8
- Cts repair resizes :: 0
- Clock sink total :: 82
- Post-CTS timing repair inserted 0 buffers for setup.

** Run status
- Outcome :: complete, no violations

** Cells and area
- Layout Area Growth over Synthesis :: 42.0%
- Post-route insts no fill :: 955
- Fraction of layout cells with a size suffix above 1 :: 8.42%
- Final Cell Area :: 7770 um2
- After filler insertion, the fill cell instance count of the layout stands at 717.

** Pwr
- Highest ir drop seen on vdd :: 0.392 mV
- Leakage component of the power :: 2.94 nW
- Cell Pwr Density :: 476 nW/um2
[report_power, final]
group / switching [mW] / total [mW] / internal [mW]
logic: 1.29 / 2.40 / 1.11
clock network: 0.208 / 0.437 / 0.229
registers: 0.0719 / 0.869 / 0.797
total: 1.57 / 3.70 / 2.14
[stage by stage]
stage	total power, mW	utilization (%)	setup slack, ps
final	3.70	74.3	2110
after global routing	3.92	74.3	1920
after CTS	3.66	74.3	2150
after detailed placement	3.22	72.2	2090
after global placement	3.17	72.2	2180
after floorplan	2.48	-	3030
[worst min path at each step]
stage,from,slack (ps),endpoint
finish,third_next[2]$_SDFFCE_PN1N_,510,third[2]$_SDFFCE_PN1N_
global route,third_next[2]$_SDFFCE_PN1N_,530,third[2]$_SDFFCE_PN1N_
CTS,third_next[2]$_SDFFCE_PN1N_,510,third[2]$_SDFFCE_PN1N_
[flip-flops by register name (all words and copies together), names as in the netlist]
name	cells
fourth_next	3
SRAM_RE	1
fourth	3
addressToSRAM	16
requestDone	5
toTristate	16
second_next	3
fifth_next	3
third	3
readRequestPrev	5
second	3
first_next	3
state	6
writeRequestPrev	5
SRAM_WE	1
fifth	3
third_next	3
[logic make-up after synthesis]
logic type,count (synthesis)
AND/OR/NAND/NOR,227
AND-OR/OR-AND,223
buffers and inverters,84
flip-flops,82
multiplexers,16
XOR/XNOR,4
adder cells (fa/ha/maj),1
[routing by layer]
layer	GRT usage [%]	wire length, um	share of wire [%]	vias to the layer above
li1	-	-	-	2786
met1	56.2	8100	41	2728
met2	51.5	8710	44	463
met3	13.8	2670	13	38
met4	5.87	399	2.0	0
met5	2.86	0	0	-
[placed cells by master (no fill, tap or decap), types with 8 or more instances in the layout]
master and instances:
or2_2 13, o21ai_0 45, a22oi_1 18, nand2_1 54, inv_1 20, and2_1 20, nor3_1 23, a222oi_1 17
o22ai_1 8, buf_4 16, edfxtp_1 37, dfxtp_1 39, a211o_1 17, nand3_1 35, nor2_1 39, mux2_4 10
and3_1 8, a21oi_1 33, a31oi_1 12, clkbuf_8 9, a221o_1 17, clkdlybuf4s50_1 212
[worst max-delay path: stages (launching register included)]
cell and delay [ps]:
dfrtp_1 370, buf_4 240, nor2_1 420, nand2_1 250, nor3_1 350, nand2_1 120
inv_1 230, clkdlybuf4s50_1 510
[cell type report]
class                   instances  area (um2)  share of cell area (%)
inverters                      22        82.6                    1.06
multi-input cells             471        3020                    38.9
clock inverters                 6        88.8                    1.14
repair buffers                228        2240                    28.8
flip-flops and latches         82        2040                    26.3
clock buffers                  10         128                    1.64
well taps                     136         170                    2.19
Power is estimated from default activity; no workload was simulated.
